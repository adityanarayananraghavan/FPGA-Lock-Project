===== run.sh =====
#!/bin/bash
# OpenROAD 26Q1-2900-gdf79404cd8, Yosys 0.63+post, stock flow scripts
make -C /OpenROAD-flow-scripts/flow DESIGN_CONFIG=/design/flow/config.mk WORK_HOME=/design/flow/orfs finish

===== config.mk =====
export PLATFORM = sky130hd
export DESIGN_NAME = lock_fsm
export DESIGN_NICKNAME = lock_fsm
export VERILOG_FILES = /design/flow/design.v
export SDC_FILE = /design/flow/constraint.sdc
export NUM_CORES = 4
export LEC_CHECK = 1
export CORE_AREA = 10 10 106 106
export DIE_AREA = 0 0 116 116

===== constraint.sdc =====
current_design lock_fsm

set clk_period 3.1
set clk_io_pct 0.2

create_clock -name clk0 -period $clk_period [get_ports {hw_clk}]

set non_clock_inputs [all_inputs -no_clocks]
set_input_delay [expr $clk_period * $clk_io_pct] -clock clk0 $non_clock_inputs
set_output_delay [expr $clk_period * $clk_io_pct] -clock clk0 [all_outputs]

===== design.v =====
module lock_fsm (
    input  wire hw_clk,
    input  wire btn_toggle,
    input  wire btn_enter,
    input  wire btn_next,
    input  wire btn_reset,
    output reg led_red,
    output reg led_green,
    output reg led_blue,
    output reg buzzer
);
    parameter [2:0] PASSWORD = 3'b101;
    parameter LOCKED   = 3'd0;
    parameter ENTER0   = 3'd1;
    parameter ENTER1   = 3'd2;
    parameter ENTER2   = 3'd3;
    parameter LATCH    = 3'd4;
    parameter CHECK    = 3'd5;
    parameter UNLOCKED = 3'd6;
    parameter ERROR    = 3'd7;
    reg [2:0] state = LOCKED;
    reg [2:0] next_state;
    reg [2:0] input_code;
    reg [2:0] code_latched;
    reg [21:0] slow_cnt;
    always @(posedge hw_clk)
        slow_cnt <= slow_cnt + 1;
    wire slow_clk = slow_cnt[21];    
    reg btn_toggle_d, btn_next_d, btn_enter_d;
    wire toggle_pressed = btn_toggle_d & ~btn_toggle;
    wire next_pressed   = btn_next_d   & ~btn_next;
    wire enter_pressed  = btn_enter_d  & ~btn_enter;
    reg [5:0] buzz_count;    
    always @(posedge slow_clk) begin
        if (!btn_reset) begin
            state <= LOCKED;
            input_code <= 3'b000;
            code_latched <= 3'b000;
            btn_toggle_d <= 1'b1;
            btn_next_d   <= 1'b1;
            btn_enter_d  <= 1'b1;
            buzzer <= 1'b0;
            buzz_count <= 6'd0;
        end else begin
            btn_toggle_d <= btn_toggle;
            btn_next_d   <= btn_next;
            btn_enter_d  <= btn_enter;
            state <= next_state;
            if (toggle_pressed) begin
                if (state == ENTER0)
                    input_code[0] <= ~input_code[0];
                else if (state == ENTER1)
                    input_code[1] <= ~input_code[1];
                else if (state == ENTER2)
                    input_code[2] <= ~input_code[2];
            end
            if (state == LOCKED && next_state == ENTER0)
                input_code <= 3'b000;
            if (state == ENTER2 && next_state == LATCH)
                code_latched <= input_code;
            if (state == CHECK && next_state == UNLOCKED)
                buzz_count <= 6'd10;    
            if (state == CHECK && next_state == ERROR)
                buzz_count <= 6'd25;    
            if (buzz_count > 0) begin
                buzzer <= 1'b1;
                buzz_count <= buzz_count - 1'b1;
            end else begin
                buzzer <= 1'b0;
            end
        end
    end
    always @(*) begin
        next_state = state;
        case (state)
            LOCKED:
                if (enter_pressed)
                    next_state = ENTER0;
            ENTER0:
                if (next_pressed)
                    next_state = ENTER1;
            ENTER1:
                if (next_pressed)
                    next_state = ENTER2;
            ENTER2:
                if (enter_pressed)
                    next_state = LATCH;
            LATCH:
                next_state = CHECK;
            CHECK:
                if ({code_latched[0], code_latched[1], code_latched[2]} == PASSWORD)
                    next_state = UNLOCKED;
                else
                    next_state = ERROR;
            UNLOCKED:
                if (enter_pressed)
                    next_state = LOCKED;
            ERROR:
                if (enter_pressed)
                    next_state = LOCKED;
            default:
                next_state = LOCKED;
        endcase
    end
    always @(*) begin
        led_red   = 1'b1;
        led_green = 1'b1;
        led_blue  = 1'b1;
        if (state == UNLOCKED)
            led_green = 1'b0;
        else if (state == LOCKED)
            led_red = 1'b0;
        else if (state == ERROR)
            led_blue = 1'b0;
        else if (state == ENTER0 || state == ENTER1 || state == ENTER2)
            led_blue = 1'b0;
    end
endmodule

==> out/metrics.cfg <==
[outcome]
status=complete, no violations

[finish]
area_delta_synth_final_pct=15.9
lay_top_cells=dfxtp_1 (41), nor2_1 (16), xnor2_1 (15)
drive_above_1_share=0.0753
final_common_cell=dfxtp_1
nFillCells=964
finalNonFillerCells=294

[floorplan]
die.size.y_um=116
core_um2=8850
pin_count=9
dieWidth_um=116
core_util_floorplan=0.194
rows=34
chip_area_um2=13500

[sta]
worst_pin_slew_ps=603
min_period_ps=1500
max-slew-margin-rel=0.598
untimed_endpoints=23
fin_skew_ps=5.31
tns_ps=0
period_used_share=0.484
max_freq_ghz=0.667
setup_violations=0
slew_violations=0
unclocked_regs=19
holdWs_ps=421
worst_slack_ps=1600
rsz0062_at_grt=false
hold_viol=0

[drt]
drtIter0Drc=59
drtPass1Iterations=4
via_per_inst=3.99
avgRoutedWirePerCell_um=9.00
antennaDiodeCount=0
routed.top_layer=met4
m1WireLength_um=1460
drtAntennaViolNets=0
drc=0
dr_wl_met2_um=1060
dr_total_vias=1174
routed_wl_um=2650
met3_wirelength_um=111

[worst_hold_path]
whs_endpoint=slow_cnt[0]$_DFF_P_
hold_path.class=flop to flop
hold_depth=1
min-delay-start=slow_cnt[0]$_DFF_P_

[clock_tree]
cts_max_level=1
path_clk_slew_ps=80
tritoncts=yes
cts_made_buffers=3
clk_path_buf_depth=2
clock_latency_ps=260
post_cts_resized=0
post_cts_buffers=0
root_buffer=clkbuf_8
cts_hold_buf=0

[placed_design]
gp_congestion=0.772
dp_slack_ps=1630
dp_hpwl_um=1960
port_buffers=8
place_inst=290

[logic_synthesis]
yosys_register_bits=41
yosysWarnings=1
syn-instance-count=177
topCellsByArea=dfxtp_1 (48%), xnor2_1 (7.6%), xor2_1 (4.6%), nor2_1 (3.5%), nand2_1 (3.1%)
synth_seq_share=0.478
ys_cells=177
synth_cell_types=39
synthesis.area_um2=1720
yosys_area_um2=1720
avgSynthCellArea_um2=9.71
yosysTopAreaCell=dfxtp_1
synth_top_area_share=0.478

[worst_setup_path]
worstSetupPathType=flop to flop
r2r_slack_ps=1600
cp-start-kind=flop
path_max_fanout=4
cp.required_ps=3260
end_kind=flop
regToRegStartpoint=slow_cnt[0]$_DFF_P_
arrival_ps=1660
r2r_cells=5
r2r-end=slow_cnt[18]$_DFF_P_

[global_routing]
antenna_found_initial=0
overflow=0
grt_max_degree=21
grt_pass1_vias=1063
track_usage=0.0417
grt_pass1_wl_um=4880

[job]
cap_violations=0
warnings=26

[power_and_ir_drop]
p_per_area_nw_per_um2=283
ir_drop_mv=0.376
leakagePower_nw=0.726
totalPowerFinal_uw=563

[flip-flops by register name, summed over array words and instances (netlist names)]
| name | flops |
|---|---|
| buzzer | 1 |
| state | 3 |
| input_code | 3 |
| btn_next_d | 1 |
| btn_toggle_d | 1 |
| slow_cnt | 22 |
| code_latched | 3 |
| buzz_count | 6 |
| btn_enter_d | 1 |
[synth_stat cells (all sizes together)]
master and instances:
a221oi 1, clkbuf 1, mux2i 5, nor4 2
or2 2, nand2 14, dfxtp 41, o21ai 5
o31ai 1, ha 3, a31oi 1, o211a 1
a21oi 7, nor3 5, and3b 2, mux2 1
o21a 1, nor3b 1, or3 2, nand4b 1
nand4 5, inv 11, and4 2, o32ai 1
xnor2 15, o22ai 1, nor2 16, buf 2
nor2b 3, nand3 8, nand2b 4, a211o 1
xor2 9, nand3b 2
[worst max-delay path, stage by stage (launching register included)]
cell and delay [ps]:
dfxtp_1 380, ha_1 200, nand3_1 190, nor4_2 340, nand4_1 160, xnor2_1 140
[per-stage QoR]
stage,area [um^2],util
final,1990,0.225
after global routing,1990,0.225
after CTS,1990,0.225
after detailed placement,1920,0.217
after global placement,1920,0.217
after floorplan,1720,-
[layout make-up]
class	count	area [um^2]	area share
multi-input combinational	122	842	0.423
sequential	41	821	0.412
tap	108	135	0.0679
timing repair buffer	8	80.1	0.0402
clock buffer	3	41.3	0.0207
inverter	11	41.3	0.0207
clock inverter	1	30.0	0.0151
[worst max-delay path by stage]
| stage | from | slack, ps | depth (start not counted) | to |
|---|---|---|---|---|
| 5_1_grt | slow_cnt[0]$_DFF_P_ | 1470 | 5 | slow_cnt[18]$_DFF_P_ |
| 6_report | slow_cnt[0]$_DFF_P_ | 1600 | 5 | slow_cnt[18]$_DFF_P_ |
| 4_1_cts | slow_cnt[0]$_DFF_P_ | 1610 | 5 | slow_cnt[10]$_DFF_P_ |
[per-layer routing]
layer  vias up  GRT usage
met5         -          0
met4         0    0.00167
met3         2    0.00890
met2        12     0.0614
met1       541     0.0642
li1        619          -
[report_power, final]
group          internal, mW  switching (mW)
Clock                 0.172          0.0915
Sequential            0.283               0
Combinational       0.00788         0.00859
[cells by family after synthesis]
| logic type | synth area share |
|---|---|
| simple gates | 0.238 |
| flops | 0.478 |
| xor+xnor | 0.122 |
| compound gates | 0.0721 |
| buf+inv | 0.0320 |
| mux | 0.0357 |
| fa+ha+maj | 0.0219 |
